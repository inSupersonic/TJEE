==> flow/design.v <==
module data_mem(
    input clk, reset, 
    input [1: 0] MemWrite, 
    input [2: 0] MemRead,
    input [31: 0] address, write_data,
    output reg [31: 0] MemRead_data
);
reg [7: 0] data [127: 0];
always @(*) begin
    case (MemRead[1: 0])
        2'b00:begin
            MemRead_data = 32'b0;
        end
        2'b01:begin
            MemRead_data = {data[address + 3], data[address + 2], data[address + 1], data[address]};
        end
        2'b10:begin
            if(MemRead[2]) MemRead_data = {{16{data[address + 1][7]}}, data[address + 1], data[address]};
            else MemRead_data = {16'b0, data[address + 1], data[address]};
        end
        2'b11:begin
            if(MemRead[2]) MemRead_data = {{24{data[address][7]}}, data[address]};
            else MemRead_data = {24'b0, data[address]};
        end 
        default:begin
            MemRead_data = 32'b0;
        end
    endcase
end
always @(posedge clk) begin
    case (MemWrite)
        2'b01:begin
            data[address + 3] = write_data[31: 24];
            data[address + 2] = write_data[23: 16];
            data[address + 1] = write_data[15: 8];
            data[address] = write_data[7: 0];
        end
        2'b10:begin
            data[address + 1] = write_data[15: 8];
            data[address] = write_data[7: 0];
        end
        2'b11:begin
            data[address] = write_data[7: 0];
        end 
        default: begin
        end
    endcase
end
endmodule
module Instr_mem (
    input [31: 0] pc,
    output [31: 0] Instr
);
    reg [31: 0] inst_mem[63: 0];
    initial begin
        $readmemh("codes.txt", inst_mem);
    end
    assign Instr = inst_mem[pc >> 2];
endmodule
==> flow/codes.txt <==
fe010113
00812e23
02010413
fea42623
fec42783
0007a703
00200793
00f71e63
fec42783
0007a783
00178713
fec42783
00e7a023
01c0006f
fec42783
0007a783
00a78713
fec42783
00e7a023
00000013
01c12403
02010113
00008067
fe010113
00112e23
00812c23
02010413
00100793
fef42623
fec40793
00078513
f85ff0ef
00000793
00078513
01c12083
01812403
02010113
==> flow/run.sh <==
#!/bin/bash
# OpenROAD 26Q1-2900-gdf79404cd8, Yosys 0.63+post, stock flow scripts
make -C /OpenROAD-flow-scripts/flow DESIGN_CONFIG=/design/flow/config.mk WORK_HOME=/design/flow/orfs finish
==> flow/config.mk <==
export PLATFORM = sky130hd
export DESIGN_NAME = data_mem
export DESIGN_NICKNAME = data_mem
export VERILOG_FILES = /design/flow/design.v
export SDC_FILE = /design/flow/constraint.sdc
export NUM_CORES = 4
export LEC_CHECK = 1
export CORE_UTILIZATION = 30
==> flow/constraint.sdc <==
current_design data_mem

set clk_period 40.7
set clk_io_pct 0.2

create_clock -name clk0 -period $clk_period [get_ports {clk}]

set non_clock_inputs [all_inputs -no_clocks]
set_input_delay [expr $clk_period * $clk_io_pct] -clock clk0 $non_clock_inputs
set_output_delay [expr $clk_period * $clk_io_pct] -clock clk0 [all_outputs]
==> run_results.csv <==
group,metric,value,unit
setup_path,cp_common_cell,"buf_4",
clock_network,cts_buffers,138,
yosys,synthArstFlopShare,0,
place,port_buffers,76,
grt,antenna_found_initial,78,
sta,worst_pin_slew,1.22,ns
grt,grt_pass1_wl,815,mm
sta,post-route-min-period,23.35,ns
sta,finalSetupTns,0,ns
routing,firstDrtPassIters,11,
die,core_area,337000,um2
setup_path,crit_path_max_incr_delay,1.06,ns
yosys,ys_ff,1024,
clock_network,clkTransAtPathRegs,0.06,ns
die,fp_util,0.301,
place,dp_hpwl,418,mm
routing,viasPerCell,6.56,
grt,grt_remaining_overflow,0,
clock_network,cts-root-buf,"clkbuf_16",
clock_network,cts_buffer_depth,4,
setup_path,critical_path_class,"input port to output pin",
clock_network,cts_resized,0,
yosys,syn-cell-area,101000,um2
routing,wl_per_cell,39.0,um
yosys,synthTopCellsByCount,"nand2_1, o21ai_0, a21oi_1, edfxtp_1, mux4_2",
sta,final-hold-violation-count,0,
setup_path,cp_max_fo,39,
sta,period_used_share,0.574,
setup_path,critical_path_required,32.56,ns
yosys,synth_top_area_share,0.303,
setup_path,cp_data_arrival_time,15.21,ns
yosys,yosysMostFrequentCell,"nand2_1",
die,fp.dieH,584,um
setup_path,startpoint_type,"input port",
grt,grt_pass1_vias,93848,
yosys,avgSynthCellArea,8.95,um2
yosys,synth.distinct_cells,90,
power,p_per_area,30.8,nW/um2
outcome,status,"finished, final reports clean",
yosys,synth_top_flop_cell,"edfxtp_1",
routing,drtAntennaViolNets,0,
routing,via_count,101434,
clock_network,hold_buffers,0,
grt,grt_start_max_net_pins,88,
die,chip_area,340000,um2
setup_path,worstPathCellList,"buf_8, buf_4, inv_4, ha_4, buf_4, nor2_4, buf_4, buf_4, a221oi_1, a22oi_1, nand4_1, nand3_1, a21oi_1, or2_1, clkdlybuf4s50_1",
setup_path,endpoint_kind,"output pin",
yosys,ys_seq_frac,0.303,
run,drv_cap,0,
min_path,holdPathStages,3,
yosys,yosys_cells,11332,
power,p_leak,34.1,nW
routing,drcViolationCount,0,
yosys,area_leaders,"edfxtp_1, mux4_2, o21ai_0",
die,pin_count,103,
sta,setup-violations-final,0,
clock_network,clock_sinks,1024,
power,max-vdd-ir-drop,0.0000340,V
clock_network,h-tree-depth,4,
grt,track_usage,0.365,
yosys,edf_count,1024,
yosys,synth.yosys.warnings,1,
place,routabilityCongestion,1.13,
setup_path,slowest_stage,"a221oi_1",
sta,max_freq,0.0428,GHz
sta,slew_headroom,0.179,
sta,rsz0062_at_grt,"no",
die,row_count,213,
yosys,yosys-stat-area,101000,um2
clock_network,tritoncts,"built",
yosys,synthCells,11332,
sta,holdWs,7.76,ns
cells_and_area,n_fill_cell,33941,
routing,wirelength,604,mm
run,warnings,60,
clock_network,cts_setup_buffers,0,
die,die_x,584,um
yosys,largest_area_cell,"edfxtp_1",
sta,maxSlewViolCount,0,
cells_and_area,drive_gt1_frac,0.181,
cells_and_area,largest_register_ffs,1024,
cells_and_area,syn_to_final_growth,9.09,%
min_path,min_path_type,"input port to flop",
routing,first_iter_violations,13192,
[logic make-up (layout without fill, tap and decap cells)]
kind of cell	count (synthesis)	after routing	share of synthesized area
other cells	0	67	0
fa+ha+maj	9	9	0.00111
buf+inv	1325	870	0.0618
simple gates	3638	3638	0.153
compound gates	3648	3648	0.194
flops	1024	1024	0.303
mux	1662	1662	0.283
xor+xnor	26	26	0.00295
[cells in the final DEF, fill, tap and decap left out, drive strengths merged, types with 28 or more instances in the layout]
cell type | netlist | routed
clkdlybuf4s50 | 0 | 39
o21ai | 1814 | 1814
a221oi | 75 | 75
edfxtp | 1024 | 1024
clkbuf | 768 | 163
nand3 | 433 | 433
o221ai | 35 | 35
a22oi | 50 | 50
mux4 | 968 | 968
a211oi | 83 | 83
or4 | 81 | 81
mux2i | 691 | 691
diode | 0 | 67
clkinv | 0 | 54
a21o | 64 | 64
buf | 548 | 589
nor2 | 877 | 877
nand2 | 2080 | 2080
nand4 | 29 | 29
o22ai | 77 | 77
a21oi | 1325 | 1325
nor3 | 28 | 28
[worst max-delay path: cells and delay by family]
kind / cells / cell delay [ns]
AOI/OAI and AO/OA: 3 / 2.23
adders and majority gates: 1 / 0.63
and+or+nand+nor: 4 / 0.98
buffers and inverters: 7 / 2.95
[per-stage QoR]
step                instances  cell area, um2   util  power, mW  setup WS [ns]
global placement        15159          106000  0.316       2.15          17.69
detailed placement      15159          106000  0.316       2.14          17.67
CTS                     15392          110000  0.328       3.34          17.67
floorplan               11332          101000      -       1.73          20.39
finish                  15459          111000  0.329       3.41          17.35
global route            15405          111000  0.328       3.44          17.20
[final timing paths]
path,startpoint,endpoint,slack [ns]
hold / removal,write_data[0],data[78][0]$_DFFE_PP_,7.76
setup / recovery,address[1],MemRead_data[9],17.35
[metal layers]
layer,part of all wire,track usage
met4,0.090,0.245
met1,0.31,0.390
met5,0.0048,0.0563
met3,0.20,0.293
met2,0.40,0.480
[final cells by class]
type	instances	area, um2	share of cell area
Multi-Input combinational cell	8983	64800	0.586
Sequential cell	1024	30700	0.278
Tap cell	4515	5650	0.0510
Timing Repair Buffer	628	5030	0.0455
Clock buffer	163	3590	0.0324
Clock inverter	70	613	0.00554
Antenna cell	67	168	0.00152
Inverter	9	47.5	0.000430
[where the power goes]
group / total (mW) / internal (mW) / switching [mW]
Sequential: 1.21 / 1.18 / 0.0273
Combinational: 0.976 / 0.306 / 0.670
Clock: 1.22 / 0.686 / 0.534
Total: 3.41 / 2.17 / 1.23
No activity file was given, so power comes from the tool's default toggle rates.
