### ./run.sh
#!/bin/bash
# OpenROAD 26Q1-2900-gdf79404cd8, Yosys 0.63+post, stock flow scripts
make -C /OpenROAD-flow-scripts/flow DESIGN_CONFIG=/design/flow/config.mk WORK_HOME=/design/flow/orfs finish
### ./config.mk
export PLATFORM = sky130hd
export DESIGN_NAME = ram
export DESIGN_NICKNAME = ram
export VERILOG_FILES = /design/flow/design.v
export SDC_FILE = /design/flow/constraint.sdc
export NUM_CORES = 4
export LEC_CHECK = 1
export CORE_UTILIZATION = 30
### ./design.v
module ram #(parameter N = 6, M = 32)
                (input          clk,
                 input          we,
                 input  [N-1:0] adr,
                 input  [M-1:0] din,
                 output [M-1:0] dout);
  reg [M-1:0] mem[2**N-1:0];
  always @(posedge clk)
    if (we) mem[adr] <= din;
  assign dout = mem[adr];
endmodule
### ./constraint.sdc
current_design ram

set clk_period 53.6
set clk_io_pct 0.2

create_clock -name clk0 -period $clk_period [get_ports {clk}]

set non_clock_inputs [all_inputs -no_clocks]
set_input_delay [expr $clk_period * $clk_io_pct] -clock clk0 $non_clock_inputs
set_output_delay [expr $clk_period * $clk_io_pct] -clock clk0 [all_outputs]
==> summary.txt <==
run metrics: iteration tally of the first detailed-router pass=6, status=finished, final reports clean, largest area contributor in the netlist=edfxtp_1, number of inserted diodes=0, post-synthesis instance area=0.07829 mm2, Fin. Hold Viols=0, Async SR Flop Fraction=0%, vertical die size=512.8 um, Final TNS setup=0 ns, Worst VDD drop=37.73 uV, number of synthesized register bits=2,048, sequential power share=54.6%, Sink Count=2,048, Floorplan Utilization=30.17%, yosys cell count=4,207, CP endpoint kind=output pin, buffers added on ports=71, switch share=21.35%, DRT Wirelength=216,600 um, CP peak stage delay=0.88 ns, # rows=187, Post-synth EDFFs=2,048, Unique cell types=55, gp weighted congestion=0.8856, chip area=0.2630 mm2, CP startpoint=adr[1], CTS tree=yes, drt via density=5.323, max reg flops=2,048, final core utilization=34.56%, Clk network pwr share=40.0%, Yosys Warn Count=1, initial antenna violation count=2, register with the highest flop count=mem, CTS resizes=0, grt ovf=0, power share of the combinational group=5.4%, P_sw=0.0006940 W, final setup fails=0, Area leader share=78.56%, area figure in the yosys stat output=0.07829 mm2, core area=0.2595 mm2, share of post-route cells with drive strength above 1=17.98%, Post-Synthesis Cells=4,207, final worst-path cycle share=49.67%, CP required=42.88 ns, WP data arrival=15.90 ns, Total Power=0.003251 W, top fanout value on the critical path=67, DRC Markers=0, syn_area_per_cell=18.61 um2, Pwr per Cell Area=36.25 mW/mm2, pins over their slew limit=0, f_max=37.56 MHz, number of global-route vias before repair=44,190, clk slew on worst S/H paths=0.06 ns, top cells, area=edfxtp_1 79%, mux2i_1 3.3%, mux4_2 2.8%, mux2_2 2.1%, a221oi_1 2.0%, CP Class=in -> out, Die X=512.8 um, startpoint type of the worst setup path=input pin, Layout area overhead=14.55%, Int Power=0.002557 W, Hold Buf Count CTS=0, Seq share, synth=78.56%, clk buf depth=3, RSZ-0062 raised after global routing=no, Static Leakage=28.08 nW, cts bufs inserted=183, Post-DP HPWL=122,300 um, most used cell, CP=buf_4, DRT iter0 DRCs=3,161, largest net degree at the start of global routing=100, top-count cell post-synth=edfxtp_1, Setup crit end=dout[12], first-pass GRT wire length=310,300 um, Overall Global Routing Usage=17.44%, slew of the pin with the lowest slew margin=1.101 ns, Antenna Nets Post-Route=0, Root Driver=clkbuf_16, routed via count=42,090, minimum clock period=26.62 ns, postcts setup bufs=0, H-tree depth=4, main flop type=edfxtp_1, most instantiated cells after synthesis=2,048 x edfxtp_1, 259 x mux2i_1, 188 x a22oi_1, slowest cell on the critical path=a2111oi_0, top flop regs=mem (2048), Hold WC Path Type=in -> reg, crit path cell chain=buf_8 -> buf_4 -> buf_4 -> buf_4 -> mux4_2 -> mux2i_1 -> nor2_1 -> a2111oi_0 -> nand3_1 -> clkdlybuf4s50_1, IO Count=72, tool warning count=26, Avg WL per Cell=27.40 um, max_slew headroom=24.68%, Max Cap Viol=0
cell families (layout without fill, tap and decap cells):
group | after synthesis | count (layout) | synth area share [%]
AOI/OAI and AO/OA | 933 | 933 | 8.733
buffers and inverters | 300 | 597 | 1.696
muxes | 502 | 502 | 8.188
and+or+nand+nor | 424 | 424 | 2.829
DFF | 2048 | 2048 | 78.56
power by group through the flow:
stage / registers (W) / logic (W) / clock network (W)
final: 0.00178 / 0.000176 / 0.00130
after CTS: 0.00177 / 0.000178 / 0.00132
after global routing: 0.00177 / 0.000188 / 0.00138
routing by layer:
layer | GRT usage [%] | vias to the layer above | routed length, um
li1 | - | 17850 | -
met1 | 19.84 | 21070 | 73750
met2 | 25.35 | 2782 | 97460
met3 | 13.82 | 376 | 37630
met4 | 4.888 | 8 | 7523
met5 | 0.7671 | - | 252
critical path, delay by kind of cell:
| kind | cells | cell delay (ns) |
|---|---|---|
| buf+inv | 5 | 2.74 |
| mux | 2 | 0.88 |
| compound gates | 1 | 0.88 |
| simple gates | 2 | 0.47 |
through the flow:
step / setup WS, ns / cell area [um2] / std cells / hold slack [ns]
floorplan: 30.05 / 78290 / 4207 / 10.82
global placement: 26.93 / 83810 / 7569 / 10.96
detailed placement: 26.87 / 83810 / 7569 / 10.95
CTS: 26.80 / 89670 / 7905 / 10.08
global route: 26.78 / 89680 / 7906 / 10.10
finish: 26.98 / 89680 / 7906 / 10.12
final cells by class:
class	count	area (um2)
Clock buffer	228	4855
Inverter	2	15.01
Tap cell	3402	4257
Timing Repair Buffer	259	1987
Fill cell	23720	169800
Clock inverter	108	1011
Multi-Input combinational cell	1859	16060
Sequential cell	2048	61500
worst min path at each step:
stage / start / end / slack (ns) / cells past startpoint
final: din[22] / mem[62][22]$_DFFE_PP_ / 10.12 / 1
after CTS: din[22] / mem[62][22]$_DFFE_PP_ / 10.08 / 1
after global routing: din[22] / mem[62][22]$_DFFE_PP_ / 10.10 / 1
placed cells by master (no fill, tap or decap), types with 93 or more instances in the layout:
master	instances
a22oi_1	188
mux4_2	96
mux2_2	147
mux2i_1	259
clkbuf_16	188
o22ai_1	93
buf_4	186
a21oi_1	121
a221oi_1	175
edfxtp_1	2048
Power figures rest on the tool's default switching activity, not on a simulated workload.
